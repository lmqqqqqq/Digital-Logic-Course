`config.mk`:
```
export PLATFORM = sky130hd
export DESIGN_NAME = alu
export DESIGN_NICKNAME = alu
export VERILOG_FILES = /design/flow/design.v
export SDC_FILE = /design/flow/constraint.sdc
export NUM_CORES = 4
export LEC_CHECK = 1
export CORE_UTILIZATION = 50
```
`design.v`:
```
`timescale 1ns / 1ps
module alu(
    input [31:0] a,
    input [31:0] b,
    input [3:0] aluc,
    output reg [31:0] r,
    output reg zero,
    output reg carry,
    output reg negative,
    output reg overflow
    );
always @ (*)
begin
    case(aluc)
        4'b0000: 
            begin
            {carry,r}=a+b;
            zero=(r==0)?1:0;
            negative=(r[31]==1)?1:0;
            end
        4'b0010: 
            begin
            r=a+b;
            overflow=((a[31]==b[31])&&(~r[31]==a[31]))?1:0;
            zero=(r==0)?1:0;
            negative=(r[31]==1)?1:0;
            end
        4'b0001: 
            begin
            {carry,r}=a-b;
            zero=(r==0)?1:0;
            negative=(r[31]==1)?1:0;
            end
        4'b0011: 
            begin
            r=a-b;
            overflow=((a[31]==0&&b[31]==1&&r[31]==1)||(a[31]==1&&b[31]==0&&r[31]==0))?1:0;
            zero=(r==0)?1:0;
            negative=(r[31]==1)?1:0;
            end
        4'b0100: 
            begin
            r=a&b;
            zero=(r==0)?1:0;
            negative=(r[31]==1)?1:0;
            end
        4'b0101: 
            begin
            r=a|b;
            zero=(r==0)?1:0;
            negative=(r[31]==1)?1:0;
            end
        4'b0110: 
            begin
            r=a^b;
            zero=(r==0)?1:0;
            negative=(r[31]==1)?1:0;
            end
        4'b0111: 
            begin
            r=~(a|b);
            zero=(r==0)?1:0;
            negative=(r[31]==1)?1:0;
            end
        4'b1000: 
            begin
            r={b[15:0],16'b0};
            zero=(r==0)?1:0;
            negative=(r[31]==1)?1:0;
            end
        4'b1001: 
            begin
            r={b[15:0],16'b0};
            zero=(r==0)?1:0;
            negative=(r[31]==1)?1:0;
            end
        4'b1011: 
            begin
            if(a[31]==1&&b[31]==0)
                r=1;
            else if(a[31]==0&&b[31]==1)
                r=0;
            else
                r=(a<b)?1:0;
            zero=((a-b)==0)?1:0;
            negative=(r==1)?1:0;
            end
        4'b1010: 
            begin
            r=(a<b)?1:0;
            carry=r;
            zero=((a-b)==0)?1:0;
            negative=(r[31]==1)?1:0;
            end
        4'b1100: 
            begin
            r=($signed(b))>>>a;
            if(a>0)
                carry=b[a-1];
            else
                carry=0;
            zero=(r==0)?1:0;
            negative=(r[31]==1)?1:0;
            end
        4'b1110: 
            begin
            {carry,r}=b<<a;
            zero=(r==0)?1:0;
            negative=(r[31]==1)?1:0;
            end
        4'b1111: 
            begin
            {carry,r}=b<<a;
            zero=(r==0)?1:0;
            negative=(r[31]==1)?1:0;
            end
        4'b1101: 
            begin
            r=b>>a;
            if(a>0)
                carry=b[a-1];
            else
                carry=0;
            zero=(r==0)?1:0;
            negative=(r[31]==1)?1:0;
            end
    endcase           
end
endmodule
```
`run.sh`:
```
#!/bin/bash
# OpenROAD 26Q1-2900-gdf79404cd8, Yosys 0.63+post, stock flow scripts
make -C /OpenROAD-flow-scripts/flow DESIGN_CONFIG=/design/flow/config.mk WORK_HOME=/design/flow/orfs finish
```
`constraint.sdc`:
```
current_design alu

set clk_period 13.0
set clk_io_pct 0.2

create_clock -name clk0 -period $clk_period

set non_clock_inputs [all_inputs -no_clocks]
set_input_delay [expr $clk_period * $clk_io_pct] -clock clk0 $non_clock_inputs
set_output_delay [expr $clk_period * $clk_io_pct] -clock clk0 [all_outputs]
```
==> flow_metrics.py <==
# Synthesis and PnR figures
metrics = {
    "synthesis": {
        "edf_count": 0,
        "avgSynthCellArea_sq_um": 7.014,
        "topCellsByArea": "mux4_2 (14%), ha_1 (9.3%), mux2i_1 (5.7%), a21oi_1 (5.6%), xnor2_1 (5.3%)",
        "ys_types": 91,
        "yosysWarnings": 1,
        "ys_ff": 2,
        "synth_cells": 1907,
        "flop_cell": "dlxtn_1",
        "yosysMostFrequentCell": "nand2_1",
        "ys_cells": 1907,
        "yosysChipArea_sq_mm": 0.01338,
        "synth.cell_area_sq_mm": 0.01338,
        "synth_top_area_share_pct": 14.31,
        "common_cells": "nand2_1 (186), nor2_1 (154), a21oi_1 (150)",
        "async_flop_share_pct": 0,
        "yosysTopAreaCell": "mux4_2",
    },
    "power": {
        "ir_drop_v": 0.00003844,
        "p_leak_uw": 0.005390,
        "power_uw": 762.2,
        "power.switching_uw": 496.2,
        "p_sw_share_pct": 65.10,
        "powerDensity_mw_per_mm2": 53.02,
        "internal_power_uw": 266.0,
    },
    "timing": {
        "untimed_endpoints": 4,
        "finalMaxSlewViolations": 0,
        "setup_violations": 0,
        "finalHoldViolCount": 0,
        "setup_slack_ns": 1.442,
        "fin_crit_ns": 11.56,
        "max_freq_ghz": 0.08652,
        "unclocked_pins": 2,
        "tns_ns": 0,
        "tightest_slew_ns": 1.124,
        "finalCritPeriodShare_pct": 88.91,
        "slew_headroom_pct": 24.47,
        "rsz0062_at_grt": "false",
    },
    "floorplanning": {
        "ioPinCount": 104,
        "design.core.area_sq_mm": 0.02613,
        "die_w_um": 165.6,
        "dieArea_sq_mm": 0.02741,
        "initCoreUtil_pct": 51.19,
        "rows": 59,
        "dieHeight_um": 165.6,
    },
    "setup_path": {
        "cp_max_fo": 15,
        "end_kind": "output port",
        "arrival_ns": 8.96,
        "required_ns": 10.40,
        "crit_type": "in -> out",
        "startpoint_type": "input pin",
    },
    "run_status": {
        "outcome": "finished clean",
    },
    "global_route": {
        "track_usage_pct": 56.62,
        "overflow": 0,
        "grt_pass1_vias": 15660,
        "antenna_found_initial": 1,
        "grt_max_degree": 72,
        "grt_first_pass_wirelength_um": 107400,
    },
    "layout": {
        "syn_to_final_growth_pct": 7.474,
        "fillers": 2493,
        "utilization_pct": 55.01,
        "drive_above_1_share_pct": 9.727,
    },
    "drt": {
        "dr.pass1.iters": 25,
        "num_vias": 17600,
        "drcViolationCount": 0,
        "via_per_inst": 7.974,
        "wl_per_cell_um": 34.41,
        "wl_um": 75950,
        "ant_nets": 0,
        "drtIter0Drc": 3305,
    },
    "run": {
        "warnings": 98,
        "maxCapViolCount": 0,
    },
    "placed_design": {
        "hpwlAfterDp_um": 58510,
        "finalWeightedCongestion": 1.217,
        "pre_cts_ws_ns": 1.914,
        "port_buffers": 104,
    },
    "hold_path": {
        "hold_path_depth": 3,
        "min_path_type": "in -> out",
    },
    "clock_network": {
        "postCtsSetupRepairBufs": 0,
        "cts_hold_buf": 0,
        "ctsResizeCount": 0,
    },
}
## flip-flops by register name, summed over array words and instances (netlist names)
name	count
overflow	1
carry	1
## critical path: stages
cell,delay [ns]
clkdlybuf4s50_1,1.02
inv_1,0.27
ha_1,0.51
or4_4,0.58
or3_1,0.42
a31oi_1,0.46
nor3_1,0.24
o21ai_4,0.25
xnor2_1,0.18
or4b_1,0.56
nor4_1,0.80
nand4b_1,0.20
o31ai_2,0.34
clkdlybuf4s50_1,0.54
## cells by family (layout without fill, tap and decap cells)
kind of cell,after synthesis,after routing,share of synthesized area (%)
simple gates,629,629,22.67
compound gates,608,608,30.65
buf+inv,288,252,8.699
mux,186,186,22.10
fa+ha+maj,101,101,9.559
xor+xnor,93,93,6.089
latches,2,2,0.2245
other cells,0,1,0
## metrics by stage
| stage | hold slack, ns | std cells | area [sq um] |
|---|---|---|---|
| CTS | 6.142 | 2206 | 14370 |
| floorplan | 5.468 | 1907 | 13380 |
| detailed placement | 6.136 | 2206 | 14370 |
| global route | 6.179 | 2207 | 14380 |
| global placement | 6.127 | 2206 | 14370 |
| finish | 6.149 | 2207 | 14380 |
## cell type report
type / count / area, sq um / area share (%)
Antenna cell: 1 / 2.502 / 0.01741
Tap cell: 335 / 419.2 / 2.916
Multi-Input combinational cell: 1617 / 12180 / 84.74
Timing Repair Buffer: 147 / 1348 / 9.373
Sequential cell: 2 / 30.03 / 0.2089
Inverter: 105 / 394.1 / 2.742
## metal layers
layer,routed length [um],global-route usage [%],vias up
li1,-,-,7176
met1,27100,74.50,8111
met2,27910,70.87,1937
met3,15460,35.06,364
met4,5066,26.49,10
met5,412,13.26,-
## layout by cell type (no fill, tap or decap), drive strengths merged, types with 76 or more instances in the layout
cell,instances
a21oi,150
inv,99
xnor2,81
o21ai,126
nor2,155
mux2i,76
clkdlybuf4s50,98
ha,99
nand2,186
mux4,85
## path summary, 6_finish.rpt
kind              startpoint       end
setup / recovery       b[15]      zero
hold / removal       aluc[1]  negative
Power figures rest on the tool's default switching activity, not on a simulated workload.
