--- flow/run.sh ---
#!/bin/bash
# OpenROAD 26Q1-2900-gdf79404cd8, Yosys 0.63+post, stock flow scripts
make -C /OpenROAD-flow-scripts/flow DESIGN_CONFIG=/design/flow/config.mk WORK_HOME=/design/flow/orfs finish
--- flow/config.mk ---
export PLATFORM = sky130hd
export DESIGN_NAME = ram2
export DESIGN_NICKNAME = ram2
export VERILOG_FILES = /design/flow/design.v
export SDC_FILE = /design/flow/constraint.sdc
export NUM_CORES = 4
export LEC_CHECK = 1
export CORE_UTILIZATION = 50
--- flow/constraint.sdc ---
current_design ram2

set clk_period 9.0
set clk_io_pct 0.2

create_clock -name clk0 -period $clk_period [get_ports {clk}]

set non_clock_inputs [all_inputs -no_clocks]
set_input_delay [expr $clk_period * $clk_io_pct] -clock clk0 $non_clock_inputs
set_output_delay [expr $clk_period * $clk_io_pct] -clock clk0 [all_outputs]
--- flow/design.v ---
`timescale 1ns / 1ps
module ram2(
    input clk,
    input ena,
    input wena,
    input [4:0] addr,
    inout [31:0] data
    );
    reg [31:0] bram[31:0];
assign data=(ena==1&&~wena)?bram[addr]:32'bz;
always @ (posedge clk)
begin
    if(ena)
        if(wena)
            bram[addr]=data;
end
endmodule
==> flow_summary.toml <==
# generated from flow reports
[placed_design]
numPortBuffers = 7
pre_cts_slack_ps = 1660
dp.final_hpwl_mm = 52.2
dp.cells = 3097
gp_congestion = 0.863

[die]
die_w_um = 282
fp_util_pct = 50.5
rows = 102
die_h_um = 282
num_io_pins = 40

[synth]
ys_area_um2 = 39100
ys_types = 24
ys_cells = 2077
syn_inst = 2077
postSynthAreaPerCell_um2 = 18.8
ys_sh_simple_pct = 2.30
synthMuxAreaShare_pct = 13.1
logic_family = "multiplexers"
synth_warnings = 2
synth.cell_area_um2 = 39100
synthAdderAreaFrac_pct = 0
synth_flops = 1024
yosys.area_share.aoi_pct = 4.14
ys_seq_share_pct = 78.6
xor_area_share_pct = 0

[clock_network]
numCtsBuffers = 102
clockBufferDepth = 3
cts.hold.buffers_added = 0
h-tree-depth = 3
cts-resized-gates = 0
cts.sinks = 1024
cts_root_buf = "clkbuf_16"
cts_setup_buffers = 0

[outcome]
status = "stopped before the end"
lastStage = "4_1_cts"
first-error = "[error] [KeplerFormal.cpp:679] Workflow failed: Iso has multiple drivers: .data10, _2068_.Y0"
==> cell usage after synthesis <==
master     instances  area, um^2
edfxtp_1        1024       30700
mux2i_1          512        5120
o22ai_1          253        1580
buf_2             90         450
nor4_1            64         400
nand2_1           36         135
nor2_1            30         113
clkbuf_1          16        60.1
buf_6             15         169
nand4bb_1          6        67.6
nand4b_1           5        43.8
nor3_1             4        20.0
o22ai_2            3        37.5
buf_4              2        15.0
clkbuf_2           2        10.0
nand3b_1           2        15.0
nand4_1            2        12.5
or3_1              2        12.5
or3b_2             2        17.5
or4b_1             2        20.0
or4b_4             2        27.5
buf_8              1        15.0
nand3_1            1        5.00
or4_4              1        11.3
==> cells by family after synthesis <==
group,count (synthesis)
flip-flops,1024
AND-OR/OR-AND,256
AND/OR/NAND/NOR,159
multiplexers,512
buffers and inverters,126
==> per-stage QoR <==
stage	instance area [um^2]	utilization, %	power (mW)	hold WS [ps]
after floorplan	39100	-	5.61	1150
after global placement	40800	52.7	6.03	776
after detailed placement	40800	52.7	5.72	783
Power figures rest on the tool's default switching activity, not on a simulated workload.
