==> design.v <==
`timescale 1ns / 1ps
module ram(
    input clk,
    input ena,
    input wena,
    input [4:0] addr,
    input [31:0] data_in,
    output [31:0] data_out
    );
    reg [31:0] bram[31:0];
always @ (posedge clk)
begin
    if(ena)
        begin
        if(wena)
            begin
            bram[addr]<=data_in;
            end
        end
end
assign data_out=ena? bram[addr]:32'bz;
endmodule
==> run.sh <==
#!/bin/bash
# OpenROAD 26Q1-2900-gdf79404cd8, Yosys 0.63+post, stock flow scripts
make -C /OpenROAD-flow-scripts/flow DESIGN_CONFIG=/design/flow/config.mk WORK_HOME=/design/flow/orfs finish
==> config.mk <==
export PLATFORM = sky130hd
export DESIGN_NAME = ram
export DESIGN_NICKNAME = ram
export VERILOG_FILES = /design/flow/design.v
export SDC_FILE = /design/flow/constraint.sdc
export NUM_CORES = 4
export LEC_CHECK = 1
export CORE_UTILIZATION = 40
==> constraint.sdc <==
current_design ram

set clk_period 7.6
set clk_io_pct 0.2

create_clock -name clk0 -period $clk_period [get_ports {clk}]

set non_clock_inputs [all_inputs -no_clocks]
set_input_delay [expr $clk_period * $clk_io_pct] -clock clk0 $non_clock_inputs
set_output_delay [expr $clk_period * $clk_io_pct] -clock clk0 [all_outputs]
==> Slide: Implementation Results <==
Synthesis and Place & Route Summary

Clocking
  – TritonCTS clock tree: yes
  – Clk buf depth: 3
  – Cts repair resizes: 0
  – Clock root buffer: clkbuf_16
  – CTS Hold Bufs: 0
  – Setup bufs post-CTS: 0
  – CTS Buf Count: 97
  – Clock-pin slew on the worst setup and hold paths: 0.06 ns
  – CTS sink cnt: 1,024
  – H-Tree Depth: 3

Die
  – # rows: about 110
  – I/O pins: about 72
  – CORE AREA: between 90,000 and 100,000 um2
  – Fp_density: 40.45%
  – Die height: about 310 um
  – Die width: about 310 um
  – Chip area: between 90,000 and 100,000 um2

Synthesis
  – Yosys cell count: 2,077
  – Top cells by area: edfxtp_1, mux2i_1, o22ai_1
  – Synthesized area per cell: 18.83 um2
  – Sequential share of the synthesized area: ~80%
  – Post-Synthesis Cells: 2,077
  – Simple share: 2.303%
  – Synth Area in Adders: 0%
  – FF+latch count, synth: between 1,000 and 1,500
  – Leading area contributor after synthesis: edfxtp_1
  – Post-Syn Area: 39,120 um2
  – Largest logic family: multiplexers
  – Area fraction of the dominant cell type after synthesis: 78.61%
  – Yosys stat area: 39,120 um2
  – Synth Warn #: 2
  – Yosys cell types: 24
  – Area fraction in compound gates: roughly 4.1%
  – XOR Share, Synth: 0%
  – Mux frac, synth: a little over an eighth

Placed design
  – Gp weighted congestion: ~0.85
  – Number of cells after detailed placement: between 3,000 and 4,000
  – Placed inst area: roughly 42,000 um2
  – IO Port Bufs: just over 70
  – Pre-CTS WS: between 1 and 1.5 ns
  – Post-DP HPWL: between 50 and 60 mm

Route
  – DR vias: approximately 20,000
  – Routed Antenna Nets: 0
  – Post-Route WL: 96.26 mm
  – Via density per instance: 5.500
  – Routed len/inst: about 27 um
  – # DRC: 0
  – First-pass DRT Iterations: 7
  – Iter 0 DRT Violations: roughly 1,200
  – Diodes inserted: 0

Global route
  – Overflow after GRT: 0
  – Initial antenna violation count: 2
  – Largest net degree at the start of global routing: just under 70
  – Vias in the first global route: 20,533
  – First-pass GRT wire length: around 140 mm
  – Total track usage: between 20 and 25%

Cells and area
  – Syn-to-layout area delta: 14.65%
  – Top cells excl fill/tap: edfxtp_1, mux2i_1, o22ai_1
  – Finished Cell Area: roughly 45,000 um2
  – Fin util: 46.37%
  – Biggest regs: bram: 1024 flops
  – Post-route insts no fill: approximately 3,600
  – Commonest Layout Cell: edfxtp_1
  – Largest register by flop count: bram
  – Fraction of layout cells with a size suffix above 1: 12.02%
  – Largest register FFs: ~1,000

Worst setup path
  – CP Class: in2out
  – Critical Path End Type: output pin
  – CP Data Required Time: ~6.1 ns
  – Worst Path Max Fanout: 26
  – Critical Path AT: 5.01 ns
  – Critical path launch point type: primary input

Final timing
  – Hold Slack: between 1.5 and 2 ns
  – Fin crit period: roughly 6.5 ns
  – Final worst slack: 1.069 ns
  – Max Clock Freq: 153.1 MHz
  – Max Slew Vio Count: 0
  – Final TNS setup: 0 ns
  – Tcrit/Tclk final: a little under nine tenths
  – Fin. Hold Viols: 0
  – Least-Margin Pin Slew: ~1.2 ns
  – Slew headroom: a little over a fifth
  – Setup Viol. Count Final: 0
  – RSZ-0062 raised after global routing: false

Job
  – Number of max-cap violations: 0
  – OpenROAD warning count: 26

Hold path
  – Hold Crit Depth: 2
  – Hold/Removal Path Class: in2reg

Power and ir drop
  – Pleak: ~15 nW
  – Pwr Total: between 10 and 15 mW
  – Worst vdd ir: roughly 160 uV
  – Power per Cell Area: 254.4 nW/um2

Status
  – Outcome: completed
-- critical path, cell delays in order --
cell,delay [ns]
clkdlybuf4s50_1,1.00
buf_4,0.28
nand4bb_4,0.30
buf_4,0.50
o22ai_1,0.16
nor4_1,0.49
nand2_1,0.24
clkdlybuf4s50_1,0.47
-- synth_stat cells --
master     number
buf_2          90
o22ai_1       253
clkbuf_1       16
nor2_1         30
mux2i_1       512
nand3b_1        2
or3b_2          2
nand2_1        36
nor3_1          4
nand3_1         1
buf_4           2
or4b_4          2
clkbuf_2        2
or3_1           2
buf_8           1
or4b_1          2
o22ai_2         3
nand4_1         2
nand4b_1        5
nor4_1         64
buf_6          15
or4_4           1
nand4bb_1       6
edfxtp_1     1024
-- cell families after synthesis --
group | Yosys count
buffers and inverters | 126
AOI/OAI and AO/OA | 256
and+or+nand+nor | 159
DFF | 1024
muxes | 512
-- per-layer routing --
| metal | wire length, um | up-vias | GRT usage, % |
|---|---|---|---|
| met5 | 269 | - | 2.466 |
| met4 | 1459 | 10 | 2.736 |
| met3 | 17120 | 111 | 17.09 |
| met2 | 44220 | 1143 | 30.69 |
| met1 | 33200 | 9618 | 26.88 |
| li1 | - | 8769 | - |
-- worst paths after layout --
check             slack (ns)           end       start
setup / recovery        1.07  data_out[16]     addr[3]
hold / removal          1.67    bram[8][0]  data_in[0]
-- report_power, final --
part	switching (mW)	internal, mW	leakage, nW	total [mW]
clock network	2.01	2.62	1.48	4.62
logic	0.320	0.204	4.52	0.524
registers	0.00781	6.25	9.21	6.26
-- layout make-up --
type	count	area, um2
fillers	7917	51860
well taps	1276	1597
clock inverters	63	531.8
repair buffers	166	1491
multi-input cells	927	7974
clock buffers	117	2502
flip-flops and latches	1024	30750
No activity file was given, so power comes from the tool's default toggle rates.
